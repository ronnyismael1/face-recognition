==> ./design.v <==
module spi_echo(
    input clk,        
    input SCK,        
    input MOSI,       
    input SSEL,       
    output reg MISO,  
    output reg LED    
);
reg [2:0] SCKr;  always @(posedge clk) SCKr <= {SCKr[1:0], SCK};
wire SCK_risingedge = (SCKr[2:1] == 2'b01);   
wire SCK_fallingedge = (SCKr[2:1] == 2'b10);   
reg [2:0] SSELr;  always @(posedge clk) SSELr <= {SSELr[1:0], SSEL};
wire SSEL_active = ~SSELr[1];   
wire SSEL_startmessage = (SSELr[2:1] == 2'b10);   
wire SSEL_endmessage = (SSELr[2:1] == 2'b01);   
reg [1:0] MOSIr;  always @(posedge clk) MOSIr <= {MOSIr[0], MOSI};
wire MOSI_data = MOSIr[1];   
reg [2:0] bitcnt;
reg byte_received;   
reg [7:0] byte_data_received;
always @(posedge clk) begin
    if(~SSEL_active)
        bitcnt <= 3'b000;
    else if(SCK_risingedge) begin
        bitcnt <= bitcnt + 3'b001;
        byte_data_received <= {byte_data_received[6:0], MOSI_data};   
    end
end
always @(posedge clk)
    byte_received <= SSEL_active && SCK_risingedge && (bitcnt == 3'b111);
always @(posedge clk) 
    if(byte_received) LED <= byte_data_received[0];
reg [7:0] byte_data_sent;
reg [7:0] cnt;   
always @(posedge clk) 
    if(SSEL_startmessage) cnt <= cnt + 8'h1;
always @(posedge clk)
if(SSEL_active) begin
    if(SSEL_startmessage)
        byte_data_sent <= cnt;   
    else if(SCK_fallingedge) begin
        if(bitcnt == 3'b000)
            byte_data_sent <= 8'h00;   
        else
            byte_data_sent <= {byte_data_sent[6:0], 1'b0};
    end
end
always @(posedge clk) begin
    if (SSEL_active) begin
        MISO <= byte_data_sent[7];  
    end else begin
        MISO <= 1'bZ;  
    end
end
endmodule
`timescale 1ns / 1ps
module top(
    input CLK12MHZ,
    input ck_io11_mosi,
    input ck_io13_sck,
    input ck_io10_ss,
    output ck_io12_miso,
    output led0
    ); 
spi_echo echo(
    .clk(CLK12MHZ),
    .MOSI(ck_io11_mosi),
    .SCK(ck_io13_sck),
    .SSEL(ck_io10_ss),
    .MISO(ck_io12_miso),
    .LED(led0)
);
endmodule
==> ./run.sh <==
#!/bin/bash
# OpenROAD 26Q1-2900-gdf79404cd8, Yosys 0.63+post, stock flow scripts
make -C /OpenROAD-flow-scripts/flow DESIGN_CONFIG=/design/flow/config.mk WORK_HOME=/design/flow/orfs finish
==> ./config.mk <==
export PLATFORM = sky130hd
export DESIGN_NAME = top
export DESIGN_NICKNAME = top
export VERILOG_FILES = /design/flow/design.v
export SDC_FILE = /design/flow/constraint.sdc
export NUM_CORES = 4
export LEC_CHECK = 1
export CORE_AREA = 10 10 100 100
export DIE_AREA = 0 0 110 110
==> ./constraint.sdc <==
current_design top

set clk_period 3.1
set clk_io_pct 0.2

create_clock -name clk0 -period $clk_period [get_ports {CLK12MHZ}]

set non_clock_inputs [all_inputs -no_clocks]
set_input_delay [expr $clk_period * $clk_io_pct] -clock clk0 $non_clock_inputs
set_output_delay [expr $clk_period * $clk_io_pct] -clock clk0 [all_outputs]
==> results.txt <==
Notes on the physical implementation.

- The run finished with clean final reports.
- Setup total negative slack on the finished layout was measured at 0 ns.
- The total overflow reported by the global router is 0, for reference.
- The number of iterations in the first detailed-routing pass is 4, for reference.
- The largest net degree at the start of global routing is 18, for reference.
- TritonRoute output was used to compute an average wire per cell of 7.95 um.
- Setup repair after global routing left no endpoint under its margin.
- The slew check shows that the tightest pin keeps a relative margin of 48.2%.
- Using the TritonRoute via totals, the vias-per-cell ratio works out to 2.93.
- The netlist uses 18 different library cells.
- The final wirelength is 1500 um, for reference.
- The slowest cell on the critical path is clkdlybuf4s50_1, for reference.
- Per the final timing report, the hold violations number 0.
- CTS placed an instance of clkbuf_8 at the clock tree root.
- The total tool warning count is 26, for reference.
- In this run, post-CTS hold repair placed 0 buffers.
- The final timing summary puts the cycle share of the worst path at 53.9%.
- Along the worst path, the maximum fanout reaches 1.
- The pre-placement core utilization is 14.5%, for reference.
- The power consumption is 0.802 mW, for reference.
- The main flop type after synthesis is edfxtp_1, for reference.
- The highest supply drop recorded on VDD is 162 uV.
- The largest buffer count on any clock path is 2, for reference.
- The via count of the first global-routing pass was 510.
- Summing the sequential cell areas from Yosys gives 70.9% of the chip area.
- The fraction of final layout cells sized beyond drive strength 1 is 10.3%, for reference.
- The core utilization of the finished layout is 17.6%, for reference.
- 0 antenna diodes ended up in the layout.
- The most common cell in the netlist is edfxtp_1, for reference.
- Grouping stages by cell kind, the critical path spends the most delay in buffers and inverters.
- The cell sequence reported for the critical path is clkdlybuf4s50_1.
- The required time reported for the critical path endpoint is 2.48 ns, for reference.
- The class of the tightest hold or removal check is flop to flop, for reference.
- The DRC marker count from the first detailed-route iteration is 44, for reference.
- The most critical hold endpoint after final layout shows a slack of 0.327 ns.
- According to the CTS report, the clock sink count is 31.
- The total clock buffers created by CTS is 5, for reference.
- The overall routing resource usage is 2.68%, for reference.
- The number of input and output port buffers inserted is 5, for reference.
- The worst hold path begins at echo.SCKr[0]$_DFF_P_.
- The average footprint of a synthesized cell is 15.1 um2, for reference.
- Pin placement for this block handled 6 I/O pins.
- The timing report notes that buffer and inverter cells on the critical path total 1.
- The report counts max-capacitance violations totalling 0.
- After synthesis, the chip area reported by Yosys is 1130 um2.
- The critical path in this run is classified as flop to primary output.
- The detailed placer's ending HPWL is 1010 um, for reference.
- On the worst setup and hold paths after CTS, the clock-pin slew comes to 0.06 ns.
- The number of antenna-violating nets in the routed design is 0, for reference.
- Among all stages on the critical path, the maximum delay recorded is 0.46 ns.
- The remaining routing DRC violations is 0, for reference.
- The number of cell rows is 32, for reference.
- The first global-routing pass estimated 2530 um of wire.
- The fraction of registers with async set/reset is 0%, for reference.
- The post-synthesis cell area is 1130 um2, for reference.
- Tracing the worst setup path back leads to its startpoint at echo.LED$_DFFE_PP_.
- The synthesized design contains 18 enable-type register cells.
- For this block, the via count after detailed routing is 554.
- Of all cell types, the one taking the most synthesized area is edfxtp_1.
- Before CTS, the worst setup slack after placement is 1.53 ns.
- The insertion delay at the late pin of the worst-skew pair is 0.28 ns, for reference.
- At the end of routability-driven placement, the weighted congestion stood at 0.763.
- In this run the full chip footprint comes out at 12100 um2.
- The element type at the critical path end is a primary output, for reference.
- The initial antenna violation count is 0, for reference.
- Per the detailed placement report, the placed cell area equals 1300 um2.
- The synth_stat.txt file lists the number of cells as 75.
- The die width is 110 um, for reference.
- The synthesis-to-layout area growth is 21.9%, for reference.
- The maximum level of the CTS H-tree is 2, for reference.
- The register bit total from synthesis is 31, for reference.
- The post-synthesis cell count is 75, for reference.
- The post-CTS setup repair buffer count is 0, for reference.
- From the final report, the count of setup violators was given as 0.
- The final setup skew is 0.00382 ns, for reference.
- Across all setup checks in the final design, the least slack found is 1.43 ns.
- The total core area is 7810 um2, for reference.
- Once the clock tree was built, the resizer swapped 0 gates to a different size.
- The startpoint of the worst register-to-register path is echo.SSELr[1]$_DFF_P_, for reference.
- Counting tap cells, the placed design contains a total of 181 instances.
- The die is 110 um tall.
- Leaving out filler cells and counting taps, the final layout contains 189.
- For this run, the top clock speed supported by timing is 0.598 GHz.
- The post-route minimum period is 1.67 ns, for reference.
- By count the netlist is led by edfxtp_1, dfxtp_1, a22o_1.
- The power density over cell area is 582 nW/um2, for reference.
- The design area is 1380 um2, for reference.
- The top-area cell type share of the netlist area is 47.8%, for reference.
- The synthesis log from Yosys contains 2 warnings.
- The script extracted a total leakage power of 0.492 nW.
- The CTS tree is done, for reference.
- The count of final max-slew check failures is 0, for reference.
- According to the timing report, the arrival time at the worst endpoint equals 1.05 ns.
- For the pin with the worst max-slew slack, the measured transition is 0.773 ns.
- Ranked by total cell area, the synthesized netlist is headed by edfxtp_1, dfxtp_1, a22o_1, xnor2_1, ha_1.
- The type of origin of the critical path is a flop, for reference.
-- flip-flops by register name, indices dropped and copies added (netlist names) --
register                 flops
echo.byte_received           1
echo.MOSIr                   2
echo.byte_data_received      1
echo.MISO                    1
echo.LED                     1
echo.cnt                     8
echo.bitcnt                  3
echo.SSELr                   3
echo.SCKr                    3
echo.byte_data_sent          8
-- final timing paths --
| kind | endpoint | slack (ns) | cells after the start |
|---|---|---|---|
| worst max-delay path | led0 | 1.43 | 1 |
| worst max register to register | echo.byte_data_sent[1]$_DFFE_PP_ | 1.53 | 3 |
| worst min-delay path | echo.SCKr[1]$_DFF_P_ | 0.33 | 0 |
| worst min register to register | echo.SCKr[1]$_DFF_P_ | 0.33 | 0 |
-- layout make-up --
| type | instances | area [um2] |
|---|---|---|
| Clock buffer | 7 | 76.3 |
| Clock inverter | 1 | 5.00 |
| Fill cell | 835 | 6430 |
| Inverter | 5 | 18.8 |
| Multi-Input combinational cell | 38 | 299 |
| Sequential cell | 31 | 801 |
| Tap cell | 102 | 128 |
| Timing Repair Buffer | 5 | 50.0 |
-- cell usage in the layout (no fill, tap or decap), drive strengths merged --
| cell type | instances |
|---|---|
| dfxtp | 13 |
| nand3 | 5 |
| a21oi | 2 |
| inv | 5 |
| xnor2 | 6 |
| clkbuf | 7 |
| nor2b | 1 |
| ha | 4 |
| xor2 | 1 |
| clkinv | 1 |
| edfxtp | 18 |
| nand2b | 1 |
| and2 | 2 |
| a22o | 7 |
| nor2 | 5 |
| clkdlybuf4s50 | 5 |
| mux2i | 2 |
| and3 | 2 |
-- per-layer routing --
metal / up-vias / routed length (um) / track usage [%]
met5: - / 0 / 0
met4: 0 / 48 / 0.743
met3: 5 / 152 / 1.82
met2: 13 / 508 / 3.01
met1: 247 / 794 / 3.97
li1: 289 / - / -
-- report_power, final --
| group | leakage (nW) | total [mW] | switching (mW) | internal, mW |
|---|---|---|---|---|
| Clock | 0.0422 | 0.292 | 0.136 | 0.157 |
| Sequential | 0.280 | 0.470 | 0.0114 | 0.459 |
| Combinational | 0.170 | 0.0398 | 0.0190 | 0.0208 |
| Total | 0.492 | 0.802 | 0.166 | 0.636 |
-- worst reg2reg max path: cells and delay by family (launching register included) --
kind,cells,cell delay (ns)
simple gates,1,0.64
flops,1,0.37
compound gates,2,0.33
-- cell families after synthesis --
family / share of synthesized area, %
mux: 1.77
xor+xnor: 5.43
simple gates: 7.53
buf+inv: 2.66
compound gates: 7.31
fa+ha+maj: 4.43
flops: 70.9
Power figures rest on the tool's default switching activity, not on a simulated workload.
